==> design.v <==
module D_flip_flop(enable, clk, reset, q);
	input enable, clk, reset;
	output logic q;
always @ ( posedge clk )
  if (reset) begin
    q <= 1'b0;
  end  else begin
    q <= enable;
  end
endmodule
module D_flip_flop_testbench;
	logic enable, clk, reset, q;
	integer i;
	D_flip_flop DUT(enable, clk, reset, q);
	initial begin
		enable = 0;
		reset = 0;
		for (i = 0; i < 4; i++) begin
			clk = 1;
			#10;
			clk = 0;
			#10;
		end	
		enable = 0;
		reset = 1;
		for (i = 0; i < 4; i++) begin
			clk = 1;
			#10;
			clk = 0;
			#10;
		end	
		enable = 1;
		reset = 0;
		for (i = 0; i < 4; i++) begin
			clk = 1;
			#10;
			clk = 0;
			#10;
		end	
		enable = 1;
		reset = 1;
		for (i = 0; i < 4; i++) begin
			clk = 1;
			#10;
			clk = 0;
			#10;
		end	
	end
endmodule
module Mux_2_to_1(select, in1, in2, out);
	input select, in1, in2;
	output out;
	assign out = ((~select & in1) | (select & in2));
endmodule
module Mux_2_to_1_testbench;
	logic select, in1, in2, out;
	integer i;
	Mux_2_to_1 DUT(select, in1, in2, out);
	initial begin
		select = 0;
		in1 = 0; in2 = 0;  #10;
		assert(out == in1);
		in1 = 1; in2 = 0;  #10;
		assert(out == in1);
		in1 = 0; in2 = 1;  #10;
		assert(out == in1);
		in1 = 1; in2 = 1;  #10;
		assert(out == in1);
		select = 1;
		in1 = 0; in2 = 0;  #10;
		assert(out == in2);
		in1 = 1; in2 = 0;  #10;
		assert(out == in2);
		in1 = 0; in2 = 1;  #10;
		assert(out == in2);
		in1 = 1; in2 = 1;  #10;
		assert(out == in2);
	end
endmodule	
module PISO_Eight_Bit_Register(enable, TxData, pulse, reset, q_out);
	input logic [7:0] TxData;  
	input pulse, reset, enable;
	logic [9:0] mux_in, D;
	output logic q_out = 1;
	localparam START_BIT = 1'b0,
				STOP_BIT = 1'b1;
	Mux_2_to_1 Mux0(enable, 1'b0, STOP_BIT, D[9]);
	D_flip_flop D0(D[9], pulse, reset, mux_in[0]);
	Mux_2_to_1 Mux1(enable, mux_in[0], TxData[7], D[8]);
	D_flip_flop D1(D[8], pulse, reset, mux_in[1]);
	Mux_2_to_1 Mux2(enable, mux_in[1], TxData[6], D[7]);
	D_flip_flop D2(D[7], pulse, reset, mux_in[2]);
	Mux_2_to_1 Mux3(enable, mux_in[2], TxData[5], D[6]);
	D_flip_flop D3(D[6], pulse, reset, mux_in[3]);
	Mux_2_to_1 Mux4(enable, mux_in[3], TxData[4], D[5]);
	D_flip_flop D4(D[5], pulse, reset, mux_in[4]);
	Mux_2_to_1 Mux5(enable, mux_in[4], TxData[3], D[4]);
	D_flip_flop D5(D[4], pulse, reset, mux_in[5]);
	Mux_2_to_1 Mux6(enable, mux_in[5], TxData[2], D[3]);
	D_flip_flop D6(D[3], pulse, reset, mux_in[6]);
	Mux_2_to_1 Mux7(enable, mux_in[6], TxData[1], D[2]);
	D_flip_flop D7(D[2], pulse, reset, mux_in[7]);
	Mux_2_to_1 Mux8(enable, mux_in[7], TxData[0], D[1]);
	D_flip_flop D8(D[1], pulse, reset, mux_in[8]);
	Mux_2_to_1 Mux9(enable, mux_in[8], START_BIT, D[0]);
	D_flip_flop D9(D[0], pulse, reset, q_out);
endmodule
module PISO_Eight_Bit_Register_testbench;
	logic [7:0] TxData;
	logic enable, pulse, reset;
	logic q_out = 0;
	integer i = 0;
	PISO_Eight_Bit_Register DUT(enable, TxData, pulse, reset, q_out);
	initial begin
		TxData = 8'b10101010;
		reset = 0;
			pulse = 1;
			#10;
			pulse = 0;
			#10;
			reset = 1;
		enable = 1;
			pulse = 1;
			#10;
			pulse = 0;
			#10;
			enable = 0;
		for (i = 0; i < 16; i++) begin
			pulse = 1;
			#10;
			pulse = 0;
			#10;
		end
		reset = 0;
		enable = 1;
			pulse = 1;
			#10;
			pulse = 0;
			#10;
			enable = 0;
		for (i = 0; i < 16; i++) begin
			pulse = 1;
			#10;
			pulse = 0;
			#10;
		end
	end
endmodule	
module UART_TOP(clock, reset, TxData, XMitGo, TxEmpty, TxOut);
	input clock, reset, XMitGo;
	input logic [7:0] TxData;
	output TxEmpty, TxOut;
	logic RegEnable;
	UART_XMIT name0(clock, reset, TxEmpty, RegEnable);
	PISO_Eight_Bit_Register name1(XMitGo, TxData, RegEnable, reset, TxOut);
endmodule
module UART_XMIT(clock, reset, TxEmpty, RegEnable);
	input clock, reset;
	output logic TxEmpty = 0, RegEnable = 0;
	logic [31:0] Counter, Bit_Count;
	always @(posedge clock) begin
		if (reset) begin
			Counter <= 0;
			TxEmpty <= 1;
		end else begin
			if(Counter < 1302) begin
				RegEnable <= 0;
				Counter <= Counter + 1;
			end else begin
				Bit_Count <= Bit_Count + 1;
				RegEnable <= 1;
				if (Bit_Count >= 10) begin
					TxEmpty <= 1;
					Bit_Count <= 0;
				end
				Counter <= 0;
			end
		end
	end
endmodule
module UART_XMIT_testbench;
	logic clock, reset, TxEmpty = 0, RegEnable;
	UART_XMIT DUT(clock, reset, TxEmpty, RegEnable);
	integer i; 
	initial begin
	reset = 0;
		for (i = 0; i < 26040; i++) begin
			clock = 1;
			#10;
			clock = 0;
			#10;
		end
	reset = 1;
		for (i = 0; i < 13020; i++) begin
			clock = 1;
			#10;
			clock = 0;
			#10;
		end
	end
endmodule	
==> run.sh <==
#!/bin/bash
# OpenROAD 26Q1-2900-gdf79404cd8, Yosys 0.63+post, stock flow scripts
make -C /OpenROAD-flow-scripts/flow DESIGN_CONFIG=/design/flow/config.mk WORK_HOME=/design/flow/orfs finish
==> config.mk <==
export PLATFORM = sky130hd
export DESIGN_NAME = UART_TOP
export DESIGN_NICKNAME = UART_TOP
export VERILOG_FILES = /design/flow/design.v
export SDC_FILE = /design/flow/constraint.sdc
export NUM_CORES = 4
export LEC_CHECK = 1
export CORE_AREA = 10 10 97 97
export DIE_AREA = 0 0 107 107
export SYNTH_HDL_FRONTEND = slang
==> constraint.sdc <==
current_design UART_TOP

set clk_period 3.9
set clk_io_pct 0.2

create_clock -name clk0 -period $clk_period [get_ports {clock}]

set non_clock_inputs [all_inputs -no_clocks]
set_input_delay [expr $clk_period * $clk_io_pct] -clock clk0 $non_clock_inputs
set_output_delay [expr $clk_period * $clk_io_pct] -clock clk0 [all_outputs]
==> flow_metrics.py <==
# Generated from Yosys and OpenROAD reports
metrics = {
    "clock_tree": {
        "clkTransAtPathRegs_ps": 60,
        "cts_tree": "built",
        "cts-root-buf": "clkbuf_8",
        "cts_hold_buf": 0,
        "cts.htree.levels": 2,
        "clk_latency_ps": 280,
        "cts_buffers": 5,
        "cts_setup_buffers": 0,
        "clock_path_buffers": 2,
        "post_cts_resized": 0,
    },
    "sta": {
        "hold_violations": 0,
        "worstMarginPinSlew_ps": 572,
        "final-setup-viol-count": 0,
        "fin_ws_ps": 1810,
        "period_minus_slack_ps": 2090,
        "max_slew_margin_pct": 61.9,
        "clock_skew_ps": 5.25,
        "unclocked_regs": 10,
        "rsz0062_at_grt": "false",
        "max_freq_mhz": 480,
        "setup_tns_ps": 0,
        "min_period_over_period_pct": 53.5,
        "drv_slew": 0,
        "unconstrained_endpoints": 11,
    },
    "finish": {
        "largest_register": "name0.Counter",
        "layout-drive-gt1-share_pct": 13.6,
        "area.growth.synth_to_final_pct": 26.8,
        "stdcell_count": 253,
        "final_core_util_pct": 24.1,
        "layout_top_cell": "dfxtp_1",
        "largest_reg_flops": 32,
        "lay_top_cells": "dfxtp_1, conb_1, clkdlybuf4s50_1, nor2_1, nor2_2",
    },
    "synth": {
        "synth_area_per_cell_um2": 11.7,
        "ys_seq_share_pct": 62.7,
        "netlist_area_mm2": 0.00139,
        "ys_seq_elements": 43,
        "syn_inst": 119,
        "ys_warn_count": 0,
        "ys_area_mm2": 0.00139,
        "synth_cell_types": 31,
        "yosys_cells": 119,
    },
    "placed_design": {
        "dp.cells": 245,
        "gp_congestion": 0.725,
        "port_buffers": 11,
        "detailed_place_hpwl_mm": 1.41,
        "place_ws_ps": 1490,
    },
    "global_route": {
        "grt_pass1_vias": 815,
        "grt_pass1_wl_mm": 3.40,
        "gr-usage-all-layers_pct": 3.57,
        "antenna_found_initial": 0,
        "overflow": 0,
        "grt_max_degree": 12,
    },
    "worst_hold_path": {
        "worstHoldPathType": "flop to flop",
    },
    "setup_path": {
        "cp_max_fo": 11,
        "max_stage_delay_ps": 690,
        "slowest_stage": "clkdlybuf4s50_1",
        "critPathLaunchType": "input port",
        "cp.arrival_ps": 2230,
        "crit_path_cell_trace": "clkdlybuf4s50_1 > inv_1 > nand3_1 > a211o_1 > nor2_1",
        "cp-end-kind": "flop",
        "cp_top_family": "buffers and inverters",
        "critPathKind": "input port to flop",
        "required_ps": 4050,
        "cp_num_buf_inv": 2,
    },
    "run": {
        "log.warning_count": 25,
        "cap_violations": 0,
    },
    "drt": {
        "drtIter0Drc": 32,
        "ant_nets": 0,
        "dr_total_vias": 816,
        "wl_per_cell_um": 7.61,
        "routed_via_density": 3.23,
        "drc_errors": 0,
        "n_antenna_cell": 0,
        "wl_mm": 1.93,
        "drt-pass1-iter-count": 4,
    },
    "floorplanning": {
        "die_area_mm2": 0.0114,
        "placementRows": 31,
        "boundaryPins": 13,
        "die_x_um": 107,
        "fp_util_pct": 19.0,
        "die_h_um": 107,
        "core_region_area_mm2": 0.00729,
    },
    "power": {
        "finalPower_mw": 0.634,
        "ir_worst_vdd_mv": 0.262,
        "p_int_mw": 0.513,
        "comb_power_share_pct": 3.9,
        "pwr-share-clk_pct": 39.4,
        "netSwitchingPower_mw": 0.121,
        "p_per_area_mw_per_mm2": 360,
        "p_leak_nw": 0.645,
        "switching_share_pct": 19.2,
        "p_seq_share_pct": 56.7,
    },
    "outcome": {
        "outcome": "finished, final reports clean",
    },
}
path summary, 6_finish.rpt:
path                         start                to  slack (ps)  depth (start not counted)
setup / recovery             reset  name0.Counter[2]        1810                          5
hold / removal    name0.Counter[0]  name0.Counter[0]         470                          1
setup reg to reg  name0.Counter[8]  name0.Counter[2]        2370                          3
hold reg to reg   name0.Counter[0]  name0.Counter[0]         470                          1
synthesized netlist by cell type (all sizes together):
library cell  count  area share, %
mux2i             8            5.8
xnor2             5            3.2
ha                1           0.90
edfxtp            1            2.2
nor2             20            7.6
nor3              3            1.1
conb              2           0.54
xor2              4            2.5
nor4              5            3.6
nand3             3            1.1
nor3b             1           0.54
a211o             2            1.4
clkbuf            1           0.27
inv               3           0.81
nor4bb            1           0.72
nand2             6            1.6
nand4             2           0.90
and4              1           0.63
dfxtp            42             61
o21ai             1           0.36
a21oi             1           0.36
a211oi            1           0.90
nor2b             1           0.45
and3              1           0.45
buf               3            1.7
area by class of cell:
type	instances	area (um^2)
fill	801	5530
sequential	43	871
multi-input combinational	89	554
tap	99	124
timing repair buffer	11	110
clock buffer	8	90.1
inverter	3	11.3
stage by stage:
step                hold slack [ps]  cell area [um^2]
floorplan                       427              1460
finish                          468              1760
CTS                             470              1760
detailed placement              445              1670
global placement                446              1670
global route                    494              1760
metal layers:
metal	vias to the layer above	part of all wire, %	global-route usage [%]	routed length, um
li1	440	-	-	-
met1	351	49	4.63	943
met2	19	42	5.36	807
met3	6	6.4	1.64	124
met4	0	2.6	0.774	51
met5	-	0	0	0
cells by family after synthesis:
family	share of synthesized area [%]
AND/OR/NAND/NOR	18.6
flip-flops	62.7
XOR/XNOR	5.68
multiplexers	5.77
buffers and inverters	2.79
AND-OR/OR-AND	2.97
other	0.541
adder cells (fa/ha/maj)	0.901
power groups by stage:
stage	Clock [mW]	Sequential, mW	Combinational (mW)
after CTS	0.258	0.360	0.0251
after global routing	0.277	0.361	0.0283
final	0.250	0.360	0.0246
worst register-to-register path, stage by stage, from the launching register on:
cell and delay (ps):
dfxtp_1 380, nor4bb_1 370, a211o_1 560, nor2_1 100
No activity file was given, so power comes from the tool's default toggle rates.
